==> design/flow/design.v <==
module fsm_timer_soln #(parameter int unsigned N=256) (output logic READY, input logic CLK, START, RESET, N_RESET);
   typedef int unsigned state_t;
   state_t state=N-2;
   state_t next_state;
   always_comb begin : next_state_logic
      next_state = state;
      case (state)
      0:       next_state = (START == 1) ? 1 : 0;            
      (N-1):   next_state = (RESET == 1) ? 0 : (N-1);        
      default: next_state = (RESET == 1) ? 0 : (state + 1);  
      endcase
   end
   always_comb begin : output_logic
      case (state)
      (N-1):   READY = '1;
      default: READY = '0;
      endcase
   end
   always_ff @(posedge CLK or negedge N_RESET) begin : update_state
   if(~N_RESET) 
      state <= 0;
   else
      state <= next_state;
   end
endmodule
==> design/flow/run.sh <==
#!/bin/bash
# OpenROAD 26Q1-2900-gdf79404cd8, Yosys 0.63+post, stock flow scripts
make -C /OpenROAD-flow-scripts/flow DESIGN_CONFIG=/design/flow/config.mk WORK_HOME=/design/flow/orfs finish
==> design/flow/config.mk <==
export PLATFORM = sky130hd
export DESIGN_NAME = fsm_timer_soln
export DESIGN_NICKNAME = fsm_timer_soln
export VERILOG_FILES = /design/flow/design.v
export SDC_FILE = /design/flow/constraint.sdc
export NUM_CORES = 4
export LEC_CHECK = 1
export CORE_UTILIZATION = 30
==> design/flow/constraint.sdc <==
current_design fsm_timer_soln

set clk_period 6.6
set clk_io_pct 0.2

create_clock -name clk0 -period $clk_period [get_ports {CLK}]

set non_clock_inputs [all_inputs -no_clocks]
set_input_delay [expr $clk_period * $clk_io_pct] -clock clk0 $non_clock_inputs
set_output_delay [expr $clk_period * $clk_io_pct] -clock clk0 [all_outputs]
==> ci_impl_report.md <==
### Yosys + OpenROAD results

| Metric | Value |
|---|---|
| Run status | `finished clean` |
| Via density | `5.539` |
| Root buf cell | `sky130_fd_sc_hd__clkbuf_8` |
| Worst path top cell family by delay | `simple AND/OR/NAND/NOR gates` |
| Core outline area | `5956 um2` |
| Fp util | `31.22%` |
| Post-layout period usage | `53.70%` |
| Ranking of synthesized cells by instance count | `32 x sky130_fd_sc_hd__dfrtp_1, 15 x sky130_fd_sc_hd__a211oi_1, 14 x sky130_fd_sc_hd__nor3_1, 13 x sky130_fd_sc_hd__nand2_1` |
| Max Cap Viol | `0` |
| Largest registers in the final layout | `state (32)` |
| Startpoint-to-endpoint class of the critical path | `reg2out` |
| Number of remaining DRC errors | `0` |
| Post-Syn Area per Cell | `9.204 um2` |
| Kind of end point of the critical path | `output pin` |
| Count of warnings emitted by yosys | `1` |
| Source of the critical timing path | `state[29]$_DFF_PN0_` |
| Die height | `80.73 um` |
| Number of antenna violations at the first check in global routing | `0` |
| Total setup violations reported at the end of the flow | `0` |
| Antenna Diode Count | `0` |
| Final routed wirelength across all metal layers | `3987 um` |
| Clock buffers created by TritonCTS | `5` |
| Unrepaired setup endpoints after global routing | `false` |
| Worst Path Required | `5.28 ns` |
| Dominant cell area share | `43.07%` |
| Worst-case clock buffer depth | `2` |
| Post-synthesis chip area from yosys | `1859 um2` |
| Static leakage | `0.7318 nW` |
| CTS Hold Buffers Added | `0` |
| Number of top-level pins | `5` |
| Latency at later pin | `0.28 ns` |
| Warning total across the stage logs | `26` |
| Fraction of final layout cells sized beyond drive strength 1 | `7.805%` |
| Crit path largest cell delay | `0.51 ns` |
| Total iterations of the first detailed-routing run | `5` |
| Transition time at the pin with the least slew margin | `0.5928 ns` |
| Fin. max-slew vios | `0` |
| Count of distinct cell types in the synthesized netlist | `37` |
| Setup clock skew after layout | `0.003314 ns` |
| Average routed wire per standard cell | `14.24 um` |
| Via count of the first global-routing pass | `1455` |
| CP cell instances | `nor4_1 -> nand4_1 -> nor3_1 -> clkdlybuf4s50_1` |
| Top cells, area | `sky130_fd_sc_hd__dfrtp_1 43%, sky130_fd_sc_hd__a211oi_1 6.1%, sky130_fd_sc_hd__nor3_1 3.8%` |
| Critical-path cell with the highest stage delay | `sky130_fd_sc_hd__clkdlybuf4s50_1` |
| Overall fraction of global-route tracks in use | `14.12%` |
| Number of flops mapped to enable cells by yosys | `0` |
| Area leader, netlist | `sky130_fd_sc_hd__dfrtp_1` |
| Total Negative Setup Slacks | `0 ns` |
| Min cycle time layout | `3.544 ns` |
| Critical-path maximum fanout | `8` |
| Die Area | `6517 um2` |
| Drt initial violations | `94` |
| H-tree levels | `2` |
| Post-layout util | `34.62%` |
| Power density of the placed cells | `213.2 nW/um2` |
| CP Launch Type | `register` |
| Final hold viol count | `0` |
| Total number of vias | `1551` |
| # Cells Yosys | `202` |
| Hold/Removal Path Class | `reg2reg` |
| Clock tree from TritonCTS | `built` |
| Cell with the most instances after synthesis | `sky130_fd_sc_hd__dfrtp_1` |
| Netlist Area Pre-Place | `1859 um2` |
| Cell count after synthesis | `202` |
| Flops after synth | `32` |
| Highest attainable clock frequency | `282.1 MHz` |
| FF-to-FF Start | `state[0]$_DFF_PN0_` |
| Internal reg-to-reg setup slack | `4.14 ns` |
| Endpoint of the most critical setup path | `READY` |
| Async set-or-reset flop fraction in the synthesized netlist | `100.0%` |
| Number of sinks driven by the clock tree | `32` |
| Post-detailed-route count of antenna-violating nets | `0` |
| Largest register FFs | `32` |
| Pin count of the biggest net entering global routing | `33` |
| Detailed placer's ending HPWL | `2653 um` |
| Input/output buffers | `4` |
| Maximum ir drop on the vdd rail | `0.1228 mV` |
| Synth Seq Share | `43.07%` |
| Wire length of the first global-routing pass | `7107 um` |
| CTS-repair resized insts | `0` |
| Number of cells on the worst reg-to-reg path | `5` |
| Worst max-slew margin expressed relative to the limit | `60.48%` |
| Prevailing post-synth register cell | `sky130_fd_sc_hd__dfrtp_1` |
| Overflow left after global routing | `0` |
| Routability Congestion | `0.7814` |
| Area growth from synthesis to layout | `10.90%` |
| Worst Path Arrival | `2.22 ns` |
| Clock-pin slew reported for the worst setup and hold paths after clock tree synthesis | `0.06 ns` |
| Number of stages on the worst setup path | `4` |
| Count of buffer and inverter cells on the critical path | `1` |
| Horizontal die dimension | `80.73 um` |
| Reg-to-reg endpoint | `state[26]$_DFF_PN0_` |
| Number of setup buffers added after CTS | `0` |
| Standard-cell row count | `28` |
| Biggest register | `state` |
[metal layers]
layer  up-vias  global-route usage, %  wire (um)
met2        19                  20.42       1733
met5         -                      0          0
met1       739                  23.20       2135
met3         6                  1.845         77
met4         0                  1.786         42
li1        787                      -          -
[kinds of logic (layout without fill, tap and decap cells)]
logic type,after synthesis,after routing,share of synthesized area [%]
adder cells (fa/ha/maj),2,2,1.346
AND-OR/OR-AND,49,49,18.17
flip-flops,32,32,43.07
buffers and inverters,21,24,4.441
XOR/XNOR,11,11,5.182
AND/OR/NAND/NOR,87,87,27.79
[worst register-to-register path, cell delays in order, from the launching register on]
cell and delay, ns:
sky130_fd_sc_hd__dfrtp_1 0.39, sky130_fd_sc_hd__ha_1 0.24, sky130_fd_sc_hd__nand3_1 0.17, sky130_fd_sc_hd__or4_1 0.74
sky130_fd_sc_hd__or4b_1 0.56, sky130_fd_sc_hd__a211oi_1 0.26
[final cells by class]
| class | count | area, um2 |
|---|---|---|
| multi-input combinational | 149 | 980.9 |
| clock buffer | 8 | 90.09 |
| tap | 75 | 93.84 |
| timing repair buffer | 7 | 62.56 |
| sequential | 32 | 800.8 |
| inverter | 9 | 33.78 |
| fill | 612 | 3894 |
[power by group]
group / switching, W / internal, W
Combinational: 0.0000538 / 0.0000261
Clock: 0.0000680 / 0.0000849
Sequential: 0.00000529 / 0.000202
[layout by cell type, fill, tap and decap left out, drive strengths merged, types with 7 or more instances in the layout]
| cell type | Yosys | final |
|---|---|---|
| xnor2 | 7 | 7 |
| or4 | 9 | 9 |
| a21oi | 8 | 8 |
| o21ai | 11 | 11 |
| dfrtp | 32 | 32 |
| nand2 | 13 | 13 |
| nor4 | 8 | 8 |
| inv | 9 | 9 |
| a211oi | 16 | 16 |
| or3 | 8 | 8 |
| clkbuf | 11 | 8 |
| nand4 | 9 | 9 |
| nor3 | 14 | 14 |
| nand3 | 11 | 11 |
[worst min-delay path by stage]
stage	start	to	slack, ns	cells after the start
after CTS	state[26]$_DFF_PN0_	state[26]$_DFF_PN0_	0.58	2
final	state[26]$_DFF_PN0_	state[26]$_DFF_PN0_	0.58	2
after global routing	state[16]$_DFF_PN0_	state[16]$_DFF_PN0_	0.63	2
[metrics by stage]
step	power, W	instance area, um2	setup slack (ns)	hold slack, ns	instances
final	0.0004396	2062	3.056	0.5783	280
after global routing	0.0004662	2062	2.841	0.6308	280
after CTS	0.0004459	2062	3.038	0.5814	280
after detailed placement	0.0002910	1972	3.350	0.5667	272
after global placement	0.0002912	1972	3.392	0.5625	272
after floorplan	0.0002614	1859	4.150	0.5337	202
Power is estimated from default activity; no workload was simulated.
