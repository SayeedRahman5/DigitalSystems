$ cat /design/flow/design.v
module fsm_timer #(parameter int unsigned N=4) (output logic RDY, input logic CLK, START, N_RESET);
   typedef enum int unsigned {READY='b001, STARTED='b010, STOPPED='b100} state_t;
   state_t state, next_state;
   int unsigned count=N-1;
   always_comb begin : next_state_logic
      next_state = state;
      case (state)
      READY:   next_state = (START == 1) ? STARTED : READY;
      STARTED: next_state = (count == 1) ? STOPPED : STARTED;
      STOPPED: next_state = READY;
      default: next_state = READY;
      endcase
   end
   always_comb begin : output_logic
      case (state)
      READY:   RDY = '0;
      STARTED: RDY = '0;
      STOPPED: RDY = '1;
      default: RDY = '0;
      endcase
   end
   always_ff @(posedge CLK or negedge N_RESET) begin : update_state
   if(~N_RESET) 
      state <= READY;
   else
      state <= next_state;
   end
   always_ff @(posedge CLK or negedge N_RESET) begin : update_count
	if(~N_RESET) 
	   count <= N-1;
	else
	   case (state)
	   READY:   count <= N-1;
	   STARTED: count <= count - 1;
	   STOPPED: ;
	   default: count <= N-1; 
           endcase
   end
endmodule
$ cat /design/flow/run.sh
#!/bin/bash
# OpenROAD 26Q1-2900-gdf79404cd8, Yosys 0.63+post, stock flow scripts
make -C /OpenROAD-flow-scripts/flow DESIGN_CONFIG=/design/flow/config.mk WORK_HOME=/design/flow/orfs finish
$ cat /design/flow/config.mk
export PLATFORM = sky130hd
export DESIGN_NAME = fsm_timer
export DESIGN_NICKNAME = fsm_timer
export VERILOG_FILES = /design/flow/design.v
export SDC_FILE = /design/flow/constraint.sdc
export NUM_CORES = 4
export LEC_CHECK = 1
export CORE_UTILIZATION = 40
$ cat /design/flow/constraint.sdc
current_design fsm_timer

set clk_period 4.5
set clk_io_pct 0.2

create_clock -name clk0 -period $clk_period [get_ports {CLK}]

set non_clock_inputs [all_inputs -no_clocks]
set_input_delay [expr $clk_period * $clk_io_pct] -clock clk0 $non_clock_inputs
set_output_delay [expr $clk_period * $clk_io_pct] -clock clk0 [all_outputs]
==> results.py <==
# Flow results
metrics = {
    "logic_synthesis": {
        "yosys_warnings": 1,
        "synth_seq_share_pct": 49.0,
        "synth_top_cell_by_area": "dfrtp_1",
        "synth_cells": 183,
        "area_leaders": "dfrtp_1 (45%), xnor2_1 (7.8%), nor2_1 (6.3%), dfstp_2 (4.4%), nor4_1 (3.1%)",
        "yosys.area.top_type_share_pct": 44.6,
        "ys_area_sq_mm": 0.00180,
        "async_flop_share_pct": 100,
        "ys_types": 37,
        "syn_area_sq_mm": 0.00180,
        "edf_count": 0,
        "ff_type": "dfrtp_1",
        "top_cells_by_count": "dfrtp_1 (32), nor2_1 (30), xnor2_1 (16), nor3_1 (11), nor4_1 (9)",
        "synth.avg_cell_area_sq_um": 9.81,
        "top_cell": "dfrtp_1",
        "ys_cells": 183,
        "ys_seq_elements": 35,
    },
    "cts": {
        "cts.clk_slew.worst_paths_ns": 0.08,
        "post_cts_resized": 0,
        "cts_buffers": 5,
        "root_buffer": "clkbuf_8",
        "cts_setup_buffers": 0,
        "numClockSinks": 35,
        "postCtsHoldBufs": 0,
        "cts_htree_levels": 2,
        "worstSkewPairLatency_ns": 0.28,
        "cts_tree": "yes",
        "clock_path_buffers": 2,
    },
    "drt": {
        "postRouteAntennaNets": 0,
        "wl_per_cell_um": 14.0,
        "drt_iter0_drc": 44,
        "drc": 0,
        "drtPass1Iterations": 4,
        "via_per_inst": 5.48,
        "routed_wl_um": 3340,
        "antenna_cells_inserted": 0,
        "num_vias": 1309,
    },
    "global_routing": {
        "gr-usage-all-layers_pct": 17.5,
        "grt_antenna_before_repair": 0,
        "grt_pass1_wl_um": 5960,
        "grt-ovfl-total": 0,
        "grt_max_degree": 36,
        "grt_pass1_vias": 1262,
    },
    "power_and_ir_drop": {
        "p_seq_share_pct": 55.0,
        "cellInternalPower_uw": 456,
        "vdd_drop_max_mv": 0.141,
        "power_per_cell_area_mw_per_mm2": 289,
        "p_switching_uw": 116,
        "swShare_pct": 20.3,
        "p_leak_uw": 0.000897,
        "total_power_uw": 572,
        "p_clk_share_pct": 43.6,
        "combPwrFrac_pct": 1.4,
    },
    "worst_setup_path": {
        "critical_path.top_delay_family": "flip-flops",
        "path_cells": "clkdlybuf4s50_1",
        "cp_num_buf_inv": 1,
        "rr_worst_depth": 5,
        "criticalPathCategory": "flip-flop to output port",
        "arrival_ns": 1.60,
        "end_kind": "output port",
        "slowest_stage": "dfrtp_1",
        "critical_path_required_ns": 3.60,
        "worstSetupPathDepth": 1,
        "start_kind": "flip-flop",
        "cp_max_fo": 20,
        "cp_slowest_stage_delay_ns": 0.73,
    },
    "final_timing": {
        "setup_violations": 0,
        "fin_crit_sh_pct": 55.6,
        "final_max_slew_viol_count": 0,
        "tightest_slew_ns": 0.762,
        "setup_tns_ns": 0,
        "finClkSkew_ns": 0.00996,
        "fin_crit_ns": 2.50,
        "hold_violations": 0,
        "slew_headroom_pct": 49.0,
        "rsz0062_at_grt": "no",
        "max_freq_ghz": 0.400,
    },
    "hold_path": {
        "min_path_type": "flip-flop to flip-flop",
        "holdPathStages": 1,
    },
    "floorplan": {
        "core-area_sq_mm": 0.00414,
        "pin_count": 4,
        "dieHeight_um": 69.0,
        "die_w_um": 69.0,
        "chip_area_sq_mm": 0.00476,
        "fp_util_pct": 43.3,
        "num_rows": 23,
    },
    "final_layout": {
        "areaGrowthSynthToFinish_pct": 10.3,
        "final_util_pct": 47.8,
        "stdcell_area_sq_mm": 0.00198,
        "instances_no_fill": 239,
        "fillCellCount": 399,
        "drive_gt1_share_pct": 13.2,
    },
    "flow_run": {
        "warnings": 26,
        "max_cap_violations": 0,
    },
    "placement": {
        "io_buffers": 3,
        "dp_hpwl_um": 2260,
        "dpl.cell_count": 231,
        "place_congestion": 0.913,
        "placed_cell_area_sq_mm": 0.00188,
    },
    "outcome": {
        "status": "complete, no violations",
    },
}
-- cell type report --
cell class,instances,area (sq um),share of cell area [%]
clock inverter,1,7.51,0.379
tap,50,62.6,3.16
clock buffer,7,96.3,4.86
timing repair buffer,5,45.0,2.27
inverter,4,15.0,0.758
multi-input combinational,137,875,44.2
sequential,35,880,44.4
-- cell families (layout without fill, tap and decap cells) --
kind of cell / count (synthesis) / in the layout / share of synthesized area (%)
mux: 1 / 1 / 0.558
compound gates: 27 / 27 / 9.48
buf+inv: 11 / 17 / 2.30
flops: 35 / 35 / 49.0
fa+ha+maj: 2 / 2 / 1.39
simple gates: 88 / 88 / 28.0
xor+xnor: 19 / 19 / 9.27
-- metal layers --
layer / part of all wire (%) / vias to the layer above / GRT usage (%)
met4: 1.0 / 0 / 2.04
met1: 53 / 627 / 30.9
met5: 0 / - / 0
met3: 5.1 / 5 / 4.17
met2: 40 / 22 / 22.7
li1: - / 655 / -
-- final timing paths --
path | start | endpoint | slack, ns
max | state[1]$_DFF_PN0_ | RDY | 2.00
min | count[10]$_DFFE_PN0N_ | count[10]$_DFFE_PN0N_ | 0.52
max reg2reg | count[12]$_DFFE_PN0N_ | state[2]$_DFF_PN0_ | 2.14
min reg2reg | count[10]$_DFFE_PN0N_ | count[10]$_DFFE_PN0N_ | 0.52
max in group asynchronous | N_RESET | count[0]$_DFFE_PN1N_ | 3.16
min in group asynchronous | N_RESET | state[2]$_DFF_PN0_ | 1.01
-- per-stage QoR --
| stage | setup WS (ns) | hold WS (ns) |
|---|---|---|
| 6_report | 2.00 | 0.519 |
| 3_5_place_dp | 2.14 | 0.509 |
| 2_1_floorplan | 2.51 | 0.466 |
| 5_1_grt | 1.93 | 0.532 |
| 3_3_place_gp | 2.18 | 0.505 |
| 4_1_cts | 1.99 | 0.518 |
-- power groups by stage --
| stage | combinational [uW] | sequential [uW] | clock [uW] |
|---|---|---|---|
| finish | 8.25 | 315 | 249 |
| global route | 10.3 | 314 | 264 |
| CTS | 8.92 | 315 | 254 |
-- cells in the final DEF, fill, tap and decap left out, types with 4 or more instances in the layout --
cell type  synthesis  routed
nor2_1            30      30
nand2_1            7       7
or4_1              4       4
nor4_2             4       4
a21oi_1            7       7
or3_1              5       5
xnor2_1           16      16
clkbuf_8           0       7
o21ai_0            8       8
nor4_1             9       9
inv_1              4       4
nor3_1            11      11
nand3_1            4       4
dfrtp_1           32      32
-- state kept, by name, indices dropped and copies added (netlist names) --
register and flops:
count 32, state 3
Power and IR drop assume default switching activity.
