==> flow/design.v <==
module fsm_moore_soln (input logic clk, reset, X, RDY, output logic Q, START);
typedef enum int unsigned { S0 = 1, S1 = 2, S2 = 4, S3 = 8, S4 = 16, S5 = 32 } state_t;
state_t state, next_state;
always_comb begin : next_state_logic
   next_state = state;
   case(state)
   S0:   if (X == '1)
            next_state = S1;
   S1:   next_state = S2;
   S2:   if (RDY == '1)
            next_state = S3;
   S3:   if (X == '0)
            next_state = S4;
   S4:   next_state = S5;
   S5:   if (RDY == '1)
            next_state = S0;
   default:
         next_state = S0;
   endcase
end
always_ff @(posedge clk or negedge reset) begin
   if (reset == '0)
      state <= S0;
   else
      state <= next_state;
end
always_comb begin : output_logic
   case(state)
   S0:   {Q,START} = {'0,'0};
   S1:   {Q,START} = {'1,'1};
   S2:   {Q,START} = {'0,'0};
   S3:   {Q,START} = {'0,'0};
   S4:   {Q,START} = {'0,'1};
   S5:   {Q,START} = {'0,'0};
   default: {Q,START} = {'0,'0};
   endcase
end
endmodule
==> flow/run.sh <==
#!/bin/bash
# OpenROAD 26Q1-2900-gdf79404cd8, Yosys 0.63+post, stock flow scripts
make -C /OpenROAD-flow-scripts/flow DESIGN_CONFIG=/design/flow/config.mk WORK_HOME=/design/flow/orfs finish
==> flow/config.mk <==
export PLATFORM = sky130hd
export DESIGN_NAME = fsm_moore_soln
export DESIGN_NICKNAME = fsm_moore_soln
export VERILOG_FILES = /design/flow/design.v
export SDC_FILE = /design/flow/constraint.sdc
export NUM_CORES = 4
export LEC_CHECK = 1
export CORE_AREA = 10 10 70 70
export DIE_AREA = 0 0 80 80
==> flow/constraint.sdc <==
current_design fsm_moore_soln

set clk_period 1.5
set clk_io_pct 0.2

create_clock -name clk0 -period $clk_period [get_ports {clk}]

set non_clock_inputs [all_inputs -no_clocks]
set_input_delay [expr $clk_period * $clk_io_pct] -clock clk0 $non_clock_inputs
set_output_delay [expr $clk_period * $clk_io_pct] -clock clk0 [all_outputs]
==> flow_metrics.env <==
# yosys + openroad results
export IMPL_path_delay_family="flip-flops"
export IMPL_ios=6
export IMPL_clockPowerShare=0.408
export IMPL_clkSinkCount=6
export IMPL_drc=0
export IMPL_cts_root_buf="clkbuf_4"
export IMPL_leakage_nw=0.167
export IMPL_dr_total_vias=151
export IMPL_synth_flops=6
export IMPL_min_path_type="primary input to async pin"
export IMPL_p_switching_mw=0.0856
export IMPL_portBuffers=5
export IMPL_drt_pass1_iter_count=2
export IMPL_crit_path_cell_trace="or2_1 -> dlygate4sd2_1"
export IMPL_cpPeakStageDelay_ps=370
export IMPL_grt_max_degree=7
export IMPL_hold_viol_final=0
export IMPL_tool_warnings=25
export IMPL_powerDensity_nw_per_um2=1130
export IMPL_stdcell_count=72
export IMPL_synth_area_um2=215
export IMPL_antennaDiodeCount=0
export IMPL_gp_congestion=0.706
export IMPL_crit_type="flip-flop to output pin"
export IMPL_die_h_um=80
export IMPL_period_used=0.918
export IMPL_yosys_warnings=1
export IMPL_use_met3=0.0295
export IMPL_fmax_mhz=727
export IMPL_synthDistinctLibCells=11
export IMPL_startpoint_type="flip-flop"
export IMPL_dp_cells=67
export IMPL_die_x_um=80
export IMPL_crit_buf_inv=1
export IMPL_fin_setup_tns_ps=0
export IMPL_clock_latency_ps=250
export IMPL_rows=21
export IMPL_critPathRequiredTime_ps=1200
export IMPL_ir_drop_v=0.000261
export IMPL_cpMaxStageDelayCell="dfrtp_1"
export IMPL_fp_util=0.0630
export IMPL_cts_tree="yes"
export IMPL_via_per_inst=2.10
export IMPL_grt_pass1_wl_um=890
export IMPL_largestRegisters="state x6"
export IMPL_max_slew_worst_pin_slew_ps=257
export IMPL_internal_power_mw=0.312
export IMPL_maxSlewViolCount=0
export IMPL_switching_share=0.215
export IMPL_ant_nets=0
export IMPL_final_min_clock_period_ps=1380
export IMPL_end_kind="output pin"
export IMPL_wl_per_cell_um=6.94
export IMPL_core_um2=3420
export IMPL_status="complete, no violations"
export IMPL_grt_util_met2=0.0209
export IMPL_synth_area_yosys_um2=215
export IMPL_grt_usage=0.0195
export IMPL_drive_gt1_frac=0.231
export IMPL_syn_inst=17
export IMPL_routed_wl_um=500
export IMPL_areaGrowthSynthToFinish_pct=63.4
export IMPL_top_register="state"
export IMPL_cts_buffers=3
export IMPL_antenna_found_initial=0
export IMPL_grt_most_used_layer="met3"
export IMPL_rsz0062_at_grt="no"
export IMPL_path_clk_slew_ps=50
export IMPL_grt_pass1_vias=189
export IMPL_worstPathMaxFanout=2
export IMPL_drt_iter0_drc=1
export IMPL_die_area_um2=6400
export IMPL_largest_reg_flops=6
export IMPL_arrival_ps=1080
export IMPL_p_seq_frac=0.485
export IMPL_postSynthSeqShare=0.703
export IMPL_synth_area_per_cell_um2=12.7
export IMPL_combPwrFrac=0.107
export IMPL_hold_buffers=0
export IMPL_grt_use_met1=0.0201
export IMPL_grt_overflow_total=0
export IMPL_drv_cap=0
export IMPL_relSlewSlack=0.828
export IMPL_ys_cells=17
export IMPL_n_fill_cell=395
export IMPL_skew_ps=10.6
export IMPL_clockBufferDepth=2
export IMPL_h_tree_depth=1
export IMPL_setup_violations=0
cells by family (layout without fill, tap and decap cells):
logic type	after synthesis	count (layout)	synth area share
DFF	6	6	0.704
AOI/OAI and AO/OA	4	4	0.139
and+or+nand+nor	4	4	0.105
buffers and inverters	3	12	0.0523
what timing repair did:
action,CTS,global route
setup buffers,1,0
resized,1,0
setup endpoints to repair,1,0
endpoints found under the hold margin,0,0
metrics by stage:
stage	utilization	cell area, um^2	power (mW)	worst slack (ps)	hold WS [ps]
detailed placement	0.0934	319	0.239	210	446
global route	0.103	352	0.436	61.0	293
floorplan	-	215	0.210	663	4.41
CTS	0.103	352	0.403	118	287
finish	0.103	352	0.398	124	282
global placement	0.0934	319	0.235	225	429
power groups by stage:
stage / clock (mW) / combinational (mW) / sequential (mW)
after global routing: 0.192 / 0.0479 / 0.195
final: 0.162 / 0.0424 / 0.193
after CTS: 0.166 / 0.0438 / 0.193
placed cells by master, fill, tap and decap left out:
cell / count
dfrtp_1: 5
clkdlybuf4s50_1: 4
clkbuf_4: 3
inv_1: 2
a21o_1: 2
and2_1: 1
a22o_2: 1
nand2_1: 1
o21ai_0: 1
or2_1: 1
nor2b_1: 1
clkbuf_1: 1
dlygate4sd2_1: 1
buf_4: 1
dfstp_2: 1
area by class of cell:
cell class | instances | area [um^2] | area share
clock buffer | 4 | 26.3 | 0.0747
inverter | 2 | 7.51 | 0.0214
multi-input combinational | 8 | 52.6 | 0.149
sequential | 6 | 151 | 0.431
tap | 46 | 57.6 | 0.164
timing repair buffer | 6 | 56.3 | 0.160
synth_stat cells:
master,instances,share of area
dfstp_2,1,0.12
clkbuf_1,1,0.017
a22o_2,1,0.047
inv_1,2,0.035
a21o_1,2,0.070
or2_1,1,0.029
nand2_1,1,0.017
o21ai_0,1,0.023
dfrtp_1,5,0.58
and2_1,1,0.029
nor2b_1,1,0.029
final timing paths:
kind,startpoint,to,slack [ps],cells past startpoint
max reg2reg,state[4],state[3],730,1
min,reset,state[4],280,1
min reg2reg,state[0],state[0],480,2
max in group asynchronous,reset,state[0],940,1
min in group clk0,state[0],state[0],480,2
max,state[2],START,120,2
layer usage:
layer / wire, um / vias up
met5: 0 / -
met4: 0 / 0
met3: 122 / 0
met2: 171 / 9
met1: 206 / 71
li1: - / 71
No activity file was given, so power comes from the tool's default toggle rates.
